--- run.sh ---
#!/bin/bash
# OpenROAD 26Q1-2900-gdf79404cd8, Yosys 0.63+post, stock flow scripts
make -C /OpenROAD-flow-scripts/flow DESIGN_CONFIG=/design/flow/config.mk WORK_HOME=/design/flow/orfs finish
--- config.mk ---
export PLATFORM = sky130hd
export DESIGN_NAME = infrared_v2
export DESIGN_NICKNAME = infrared_v2
export VERILOG_FILES = /design/flow/design.v
export SDC_FILE = /design/flow/constraint.sdc
export NUM_CORES = 4
export LEC_CHECK = 1
export CORE_UTILIZATION = 40
--- constraint.sdc ---
current_design infrared_v2

set clk_period 5.4
set clk_io_pct 0.2

create_clock -name clk0 -period $clk_period [get_ports {clk}]

set non_clock_inputs [all_inputs -no_clocks]
set_input_delay [expr $clk_period * $clk_io_pct] -clock clk0 $non_clock_inputs
set_output_delay [expr $clk_period * $clk_io_pct] -clock clk0 [all_outputs]
--- design.v ---
module infrared_v2( E,
					clk,
					rst,
					cdleft,
					cdright,
					cdsel,
					cdrst
				);
input 				E;
input 				clk;
input 				rst;
output reg		 	cdleft, cdright, cdsel, cdrst;
reg [2:0]			state, next_state;
parameter 			IDLE 		= 0,
					PASS_ZERO 	= 1,
					PASS_HIGH	= 2,
					COUNT_HIGH	= 3,
					STORE		= 4,
					SEND		= 5;
reg [31:0]			msg;
reg [5:0]			i;
integer				count;
parameter			MIN_E 		= 10,
					MID_E 		= 38,
					MAX_E 		= 70,
					SEND_LEFT	= 16'b1110101100010100,
					SEND_RIGHT	= 16'b1110011100011000,
					SEND_SEL		= 16'b1110100000010111,
					SEND_RST		= 16'b1110110100010010;
always @(*)
begin
	case(state)
		IDLE:
		begin
			if(E == 1)
				next_state = IDLE;
			else
				next_state = PASS_ZERO;
		end
		PASS_ZERO:
		begin
			if(i == 0 && E == 1)
				next_state = PASS_HIGH;
			else if(i > 0 && E == 1)
				next_state = COUNT_HIGH;
			else
				next_state = PASS_ZERO;
		end
		PASS_HIGH:
		begin
			if(E == 1)
				next_state = PASS_HIGH;
			else
				next_state = PASS_ZERO;
		end
		COUNT_HIGH:
		begin
			if(i > 32 || count > 500)
				next_state = SEND;
			else if(E == 1)
				next_state = COUNT_HIGH;
			else
				next_state = STORE;
		end
		STORE:
			next_state = IDLE;
		SEND:
			next_state = IDLE;
		default:
			next_state = IDLE;
	endcase
end
always @(posedge clk)
begin
	if(!rst)
	begin
		state = IDLE;
		count = 0;
		i = 0;
		msg[31:0] = 0;
	end
	else
	begin
		msg = msg;
		i = i;
		count = count;
		state = next_state;
		case(state)
			IDLE:
			begin
				count = 0;
			end
			PASS_ZERO:
			begin
				count = 0;
			end
			PASS_HIGH:
			begin
				i = 1;
			end
			COUNT_HIGH:
			begin
				count = count + 1;
			end
			STORE:
			begin
				if(count >= MIN_E && count < MID_E)
				begin
					msg[i-1] = 0;
					i = i + 1;
				end
				else if(count >= MID_E && count <= MAX_E)
				begin
					msg[i-1] = 1;
					i = i + 1;
				end
			end
			SEND:
			begin
				i = 0;
			end
		endcase
	end
end
always @(*)
begin
	case(state)
		SEND:
		begin
			if(msg[31:16] == SEND_LEFT)
			begin
				cdleft 	= 0;
				cdright	= 1;
				cdsel	= 1;
				cdrst	= 1;
			end
			else if(msg[31:16] == SEND_RIGHT)
			begin
				cdleft 	= 1;
				cdright	= 0;
				cdsel	= 1;
				cdrst	= 1;
			end
			else if(msg[31:16] == SEND_SEL)
			begin
				cdleft 	= 1;
				cdright	= 1;
				cdsel	= 0;
				cdrst	= 1;
			end
			else if(msg[31:16] == SEND_RST)
			begin
				cdleft 	= 1;
				cdright	= 1;
				cdsel	= 1;
				cdrst	= 0;
			end
			else
			begin
				cdleft 	= 1;
				cdright	= 1;
				cdsel	= 1;
				cdrst	= 1;
			end
		end
		default:
		begin
			cdleft 	= 1;
			cdright	= 1;
			cdsel	= 1;
			cdrst	= 1;
		end
	endcase
end
endmodule
==> impl_metrics.csv <==
group,metric,value,unit
global_routing,grtUsageTotal,0.180,
sta,finalHoldViolCount,0,
final_layout,area_delta_synth_final,9.35,%
die,core-area,0.00889,mm2
sta,finalSetupViolCount,0,
routing,first_pass_iters,4,
final_layout,drive_above_1_share,0.0657,
final_layout,fin_util,0.461,
clocking,clk_latency,0.35,ns
global_routing,grt_antenna_before_repair,0,
placed_design,hpwlAfterDp,5560,um
worst_hold_path,holdCritPathClass,"reg2reg",
worst_setup_path,cp-end-kind,"flop",
worst_setup_path,max_stage_delay,0.70,ns
synth,most_common_cell,"nand2_1",
clocking,htree_levels,3,
routing,drt-total-wl,8130,um
worst_setup_path,worst-path-buf-inv,1,
placed_design,dp.cells,579,
power_and_ir_drop,power_density,239,mW/mm2
sta,maxSlewHeadroom,0.442,
synth,synth_area_leader_cell,"dfxtp_1",
clocking,cts-root-buf,"clkbuf_8",
global_routing,grt_pass1_vias,3053,
worst_setup_path,start_kind,"flop",
sta,rsz0062_at_grt,"no",
placed_design,portBuffers,6,
clocking,clock_sink_count,60,
power_and_ir_drop,ir_drop,0.000133,V
worst_hold_path,holdPathEnd,"state[0]",
worst_setup_path,critPathMaxFanout,16,
worst_hold_path,min_path_cells,2,
sta,fin_crit_sh,0.871,
die,die_y,98.8,um
global_routing,grt_remaining_overflow,0,
die,initCoreUtil,0.421,
worst_hold_path,min_from,"state[1]",
synth,edf_count,0,
worst_setup_path,cpMaxStageDelayCell,"nor4_1",
placed_design,place_area,0.00387,mm2
sta,fin_tns_setup,0,ns
flow_run,max_cap_violations,0,
synth,yosys_warnings,1,
routing,initialDrtViolationCount,179,
synth,top_cells_by_count,"79 x nand2_1, 60 x dfxtp_1, 44 x o21ai_0",
final_layout,n_fill_cell,838,
die,ios,7,
synth,ys_seq_frac,0.321,
sta,drv_slew,0,
routing,vias,3378,
synth,ff_type,"dfxtp_1",
sta,setup_ws,0.695,ns
synth,synth_area,0.00375,mm2
worst_setup_path,crit_family,"simple AND/OR/NAND/NOR gates",
synth,yosysTopAreaCellShare,0.321,
sta,fmax,0.213,GHz
die,die_w,98.8,um
routing,routedWlPerCell,13.7,um
sta,worstMarginPinSlew,0.830,ns
clocking,cts_tree,"yes",
run_status,status,"finished clean",
clocking,cts_made_buffers,9,
worst_setup_path,cp_cell_sequence,"inv_1 -> ha_1 -> or3_1 -> a21oi_1 -> nand3_1 -> ha_1 -> nand4b_1 -> or4b_4 -> a2111oi_4 -> nand4_2 -> nor4_1 -> nand2_1 -> mux2i_1",
synth,ys_async_sr_fraction,0,
die,row_count,34,
clocking,postCtsHoldBufs,0,
placed_design,gp_congestion,0.908,
power_and_ir_drop,leakagePower,1.49,nW
flow_run,warnings,30,
synth,numSynthFlops,60,
final_layout,final_area,0.00410,mm2
synth,synth.area.top_cells,"dfxtp_1 32%, nand2_1 7.9%, o21ai_0 5.9%",
synth,syn-mean-instance-area,7.68,um2
clocking,cts-resized-gates,0,
worst_setup_path,reg2reg_depth,13,
global_routing,grt_pass1_wl,14400,um
final_layout,stdcell_count,595,
synth,yosys-stat-cells,488,
clocking,post_cts_buffers,0,
die,die_area,0.00976,mm2
synth,synth.distinct_cells,51,
routing,drcViolationCount,0,
worst_setup_path,reg2reg_slack,0.69,ns
routing,vias_per_cell,5.68,
worst_setup_path,cp_common_cell,"ha_1",
synth,ys_area,0.00375,mm2
worst_setup_path,path_class,"reg2reg",
worst_setup_path,critPathRequiredTime,5.62,ns
routing,n_antenna_cell,0,
synth,syn_inst,488,
global_routing,grt_max_degree,42,
sta,finClkSkew,0.0128,ns
placed_design,dp_slack,0.756,ns
routing,ant_nets,0,
clocking,clockBufferDepth,2,
clocking,clk_pin_slew,0.07,ns
worst_setup_path,critical_path_arrival,4.93,ns
worst_setup_path,worstReg2RegStart,"i[0]",
sta,min_period,4.71,ns
report_power, final:
part | switching [mW] | internal, mW | total (mW)
Combinational | 0.0463 | 0.0264 | 0.0727
Sequential | 0.00523 | 0.445 | 0.450
Clock | 0.194 | 0.262 | 0.456
cells in the final DEF (no fill, tap or decap), types with 3 or more instances in the layout:
master | netlist | layout
nand4_1 | 10 | 10
inv_1 | 15 | 15
mux2i_1 | 19 | 19
nand2b_1 | 8 | 8
and2_1 | 6 | 6
xor2_1 | 4 | 4
or3_1 | 6 | 6
or4_1 | 4 | 4
nor2b_1 | 9 | 9
and4_1 | 3 | 3
and3_1 | 11 | 11
nor4bb_1 | 3 | 3
clkbuf_8 | 0 | 9
nand2_1 | 79 | 79
nor2_1 | 27 | 27
ha_1 | 14 | 14
nand4b_1 | 10 | 10
nor3_1 | 16 | 16
o31ai_1 | 12 | 12
dfxtp_1 | 60 | 60
a21oi_1 | 20 | 20
nand3_1 | 23 | 23
clkdlybuf4s50_1 | 0 | 6
o21ai_0 | 44 | 44
buf_4 | 0 | 4
nor3b_1 | 3 | 3
nor4_1 | 11 | 11
xnor2_1 | 12 | 12
a31oi_1 | 6 | 5
a21boi_0 | 3 | 3
clkinv_4 | 0 | 3
stage by stage:
stage               power (mW)  hold WS, ns
global placement         0.532        0.401
finish                   0.978        0.428
detailed placement       0.532        0.415
CTS                      0.990        0.433
global route              1.02        0.476
floorplan                0.516        0.397
layout make-up:
type,count,area (um2),share of cell area
clock buffer,9,124,0.0302
clock inverter,7,101,0.0247
inverter,15,56.3,0.0137
multi-input combinational,386,2390,0.583
sequential,60,1200,0.293
tap,108,135,0.0330
timing repair buffer,10,90.1,0.0220
cell families after synthesis:
family,share of synthesized area
AND/OR/NAND/NOR,0.335
AND-OR/OR-AND,0.163
flip-flops,0.321
buffers and inverters,0.0434
multiplexers,0.0538
XOR/XNOR,0.0374
adder cells (fa/ha/maj),0.0467
how the worst max path moves through the flow:
stage	cells after the start	end	slack, ns	start
CTS	13	flop	0.75	i[0]
global route	13	flop	0.28	i[0]
finish	13	flop	0.69	i[0]
metal layers:
layer	vias up	share of wire	global-route usage
met5	-	0	0
met1	1564	0.53	0.294
met4	0	0.012	0.0241
met3	9	0.034	0.0260
met2	52	0.42	0.263
li1	1753	-	-
tightest hold or removal path, cell delays in order (launching register included):
cell	delay (ns)
dfxtp_1	0.31
a211oi_1	0.04
nand2_1	0.05
Power and IR drop assume default switching activity.
