==> design/flow/design.v <==
module vga(         data,        
					ready,       
					addr,        
					rden,        
					rst,         
					pl_signal,   
					col_signal,  
					vga_r,       
					vga_g,       
					vga_b,       
					hsync,       
					vsync,       
					blank,       
					roger_that,  
					clk          
			); 
input               clk, rst, ready;
input               pl_signal;
input [1:0]         col_signal;
input [13:0]        data;
output              hsync, vsync, blank;
output reg          rden, roger_that;
output reg [5:0]    addr;
output reg [7:0]    vga_r, vga_g, vga_b;
reg                 grade, player1, player2, column;
reg [2:0]           actual_column;
reg [1:0]           actual_player;
reg [1:0]           vector[6:0];
integer             h_count;
integer             v_count;
reg [2:0]           state, next_state;
parameter           idle = 0,
					calc_addr = 1,
					waiting = 2,
					copy_data = 3,
					change_p = 4,
					change_col = 5;
assign hsync = (h_count <= 95) ? 1'b0 : 1'b1;
assign vsync = (v_count <= 1) ? 1'b0 : 1'b1;
assign blank = (h_count > 143 & h_count <= 783 & v_count > 35 & v_count <= 515) ? 1'b1 : 1'b0;
always @(posedge clk)
begin
	if(!rst)
	begin
		h_count <= 0;
		v_count <= 0;
	end
	else
	begin
		h_count <= h_count + 1;
		if(h_count == 800)
		begin
			h_count <= 0;
			v_count <= v_count + 1;
			if(v_count == 525)
			begin
				v_count <= 0;
			end
		end
	end
	grade <=     (((h_count >= 242 && h_count < 686) &&           
				 ((v_count >= 115 && v_count < 118) ||
				 (v_count >= 168 && v_count < 171) ||
				 (v_count >= 221 && v_count < 224) ||
				 (v_count >= 274 && v_count < 277) ||
				 (v_count >= 327 && v_count < 330) ||
				 (v_count >= 380 && v_count < 383) ||
				 (v_count >= 433 && v_count < 436)))
				 ||
				 ((v_count >= 115 && v_count < 436) &&       
				 ((h_count >= 242 && h_count < 245) ||
				 (h_count >= 305 && h_count < 308) ||
				 (h_count >= 368 && h_count < 371) ||
				 (h_count >= 431 && h_count < 434) ||
				 (h_count >= 494 && h_count < 497) ||
				 (h_count >= 557 && h_count < 560) ||
				 (h_count >= 620 && h_count < 623) ||
				 (h_count >= 683 && h_count < 686)))
				 );
	player1 <= ((((h_count >= 250 && h_count < 300) &&
				((v_count >= 123 && v_count < 163) ||
				(v_count >= 176 && v_count < 216) ||
				(v_count >= 229 && v_count < 269) ||
				(v_count >= 282 && v_count < 322) ||
				(v_count >= 335 && v_count < 375) ||
				(v_count >= 388 && v_count < 428))) && vector[0] == 1) ||
				(((h_count >= 313 && h_count < 363) &&
				((v_count >= 123 && v_count < 163) ||
				(v_count >= 176 && v_count < 216) ||
				(v_count >= 229 && v_count < 269) ||
				(v_count >= 282 && v_count < 322) ||
				(v_count >= 335 && v_count < 375) ||
				(v_count >= 388 && v_count < 428))) && vector[1] == 1) ||
				(((h_count >= 376 && h_count < 426) &&
				((v_count >= 123 && v_count < 163) ||
				(v_count >= 176 && v_count < 216) ||
				(v_count >= 229 && v_count < 269) ||
				(v_count >= 282 && v_count < 322) ||
				(v_count >= 335 && v_count < 375) ||
				(v_count >= 388 && v_count < 428))) && vector[2] == 1) ||
				(((h_count >= 439 && h_count < 489) &&
				((v_count >= 123 && v_count < 163) ||
				(v_count >= 176 && v_count < 216) ||
				(v_count >= 229 && v_count < 269) ||
				(v_count >= 282 && v_count < 322) ||
				(v_count >= 335 && v_count < 375) ||
				(v_count >= 388 && v_count < 428))) && vector[3] == 1) ||
				(((h_count >= 502 && h_count < 552) &&
				((v_count >= 123 && v_count < 163) ||
				(v_count >= 176 && v_count < 216) ||
				(v_count >= 229 && v_count < 269) ||
				(v_count >= 282 && v_count < 322) ||
				(v_count >= 335 && v_count < 375) ||
				(v_count >= 388 && v_count < 428))) && vector[4] == 1) ||
				(((h_count >= 565 && h_count < 615) &&
				((v_count >= 123 && v_count < 163) ||
				(v_count >= 176 && v_count < 216) ||
				(v_count >= 229 && v_count < 269) ||
				(v_count >= 282 && v_count < 322) ||
				(v_count >= 335 && v_count < 375) ||
				(v_count >= 388 && v_count < 428))) && vector[5] == 1) ||
				(((h_count >= 628 && h_count < 678) &&
				((v_count >= 123 && v_count < 163) ||
				(v_count >= 176 && v_count < 216) ||
				(v_count >= 229 && v_count < 269) ||
				(v_count >= 282 && v_count < 322) ||
				(v_count >= 335 && v_count < 375) ||
				(v_count >= 388 && v_count < 428))) && vector[6] == 1));
	player2 <= ((((h_count >= 250 && h_count < 300) &&
				((v_count >= 123 && v_count < 163) ||
				(v_count >= 176 && v_count < 216) ||
				(v_count >= 229 && v_count < 269) ||
				(v_count >= 282 && v_count < 322) ||
				(v_count >= 335 && v_count < 375) ||
				(v_count >= 388 && v_count < 428))) && vector[0] == 2) ||
				(((h_count >= 313 && h_count < 363) &&
				((v_count >= 123 && v_count < 163) ||
				(v_count >= 176 && v_count < 216) ||
				(v_count >= 229 && v_count < 269) ||
				(v_count >= 282 && v_count < 322) ||
				(v_count >= 335 && v_count < 375) ||
				(v_count >= 388 && v_count < 428))) && vector[1] == 2) ||
				(((h_count >= 376 && h_count < 426) &&
				((v_count >= 123 && v_count < 163) ||
				(v_count >= 176 && v_count < 216) ||
				(v_count >= 229 && v_count < 269) ||
				(v_count >= 282 && v_count < 322) ||
				(v_count >= 335 && v_count < 375) ||
				(v_count >= 388 && v_count < 428))) && vector[2] == 2) ||
				(((h_count >= 439 && h_count < 489) &&
				((v_count >= 123 && v_count < 163) ||
				(v_count >= 176 && v_count < 216) ||
				(v_count >= 229 && v_count < 269) ||
				(v_count >= 282 && v_count < 322) ||
				(v_count >= 335 && v_count < 375) ||
				(v_count >= 388 && v_count < 428))) && vector[3] == 2) ||
				(((h_count >= 502 && h_count < 552) &&
				((v_count >= 123 && v_count < 163) ||
				(v_count >= 176 && v_count < 216) ||
				(v_count >= 229 && v_count < 269) ||
				(v_count >= 282 && v_count < 322) ||
				(v_count >= 335 && v_count < 375) ||
				(v_count >= 388 && v_count < 428))) && vector[4] == 2) ||
				(((h_count >= 565 && h_count < 615) &&
				((v_count >= 123 && v_count < 163) ||
				(v_count >= 176 && v_count < 216) ||
				(v_count >= 229 && v_count < 269) ||
				(v_count >= 282 && v_count < 322) ||
				(v_count >= 335 && v_count < 375) ||
				(v_count >= 388 && v_count < 428))) && vector[5] == 2) ||
				(((h_count >= 628 && h_count < 678) &&
				((v_count >= 123 && v_count < 163) ||
				(v_count >= 176 && v_count < 216) ||
				(v_count >= 229 && v_count < 269) ||
				(v_count >= 282 && v_count < 322) ||
				(v_count >= 335 && v_count < 375) ||
				(v_count >= 388 && v_count < 428))) && vector[6] == 2));
	column <= ((v_count >= 106 && v_count < 111) && (
			((h_count >= 250 && h_count < 300) && actual_column == 0) ||
			((h_count >= 313 && h_count < 363) && actual_column == 1) ||
			((h_count >= 376 && h_count < 426) && actual_column == 2) ||
			((h_count >= 439 && h_count < 489) && actual_column == 3) ||
			((h_count >= 502 && h_count < 552) && actual_column == 4) ||
			((h_count >= 565 && h_count < 615) && actual_column == 5) ||
			((h_count >= 628 && h_count < 678) && actual_column == 6)
			));
end
always @(*)
begin
	if(grade == 1)           
	begin
		vga_r = 77;
		vga_g = 77;
		vga_b = 77;
	end
	else if(player1 == 1)    
	begin
		vga_r = 107;
		vga_g = 135;
		vga_b = 206;
	end
	else if(player2 == 1)    
	begin
		vga_r = 206;
		vga_g = 107;
		vga_b = 107;
	end
	else if(column == 1)
	begin
		if(actual_player == 1)  
		begin
			vga_r = 107;
			vga_g = 135;
			vga_b = 206;
		end
		else if(actual_player == 2)      
		begin
			vga_r = 206;
			vga_g = 107;
			vga_b = 107;
		end
		else
		begin
			vga_r = 77;
			vga_g = 77;
			vga_b = 77;
		end
	end
	else                     
	begin
		vga_r = 235;
		vga_g = 230;
		vga_b = 230;
	end
end
always @(*)
begin
	next_state = state;
	case(state)
		idle:
		begin
			if(col_signal == 1 || col_signal == 2)
					next_state = change_col;
			else if(pl_signal == 1)
				 next_state = change_p;
			else if(((h_count > 0 && h_count < 10) && v_count == 115) ||
				 ((h_count > 0 && h_count < 10) && v_count == 168) ||
				 ((h_count > 0 && h_count < 10) && v_count == 221) ||
				 ((h_count > 0 && h_count < 10) && v_count == 274) ||
				 ((h_count > 0 && h_count < 10) && v_count == 327) ||
				 ((h_count > 0 && h_count < 10) && v_count == 380))
				 next_state = calc_addr;  
			else
				 next_state = idle;
		end
		calc_addr: next_state = waiting;
		change_col: next_state = idle;
		change_p: next_state = idle;
		waiting:
		begin
			if(ready == 1)
				next_state = idle;
			else
				next_state = waiting;
		end
		default: next_state = idle;
	endcase
end
always @(posedge clk)
begin
	if(!rst)
	begin
		state <= idle;
		actual_player <= 1;
		actual_column <= 0;
		vector[0] <= 0;
		vector[1] <= 0;
		vector[2] <= 0;
		vector[3] <= 0;
		vector[4] <= 0;
		vector[5] <= 0;
		vector[6] <= 0;
	end
	else
	begin
		state <= next_state;
		actual_column <= actual_column;
		actual_player <= actual_player;
		vector[0] <= vector[0];
		vector[1] <= vector[1];
		vector[2] <= vector[2];
		vector[3] <= vector[3];
		vector[4] <= vector[4];
		vector[5] <= vector[5];
		vector[6] <= vector[6];
		if(state == waiting)
		begin
			if(ready == 1)
			begin
			  vector[0] <= {data[1],    data[0]};
			  vector[1] <= {data[3],    data[2]};
			  vector[2] <= {data[5],    data[4]};
			  vector[3] <= {data[7],    data[6]};
			  vector[4] <= {data[9],    data[8]};
			  vector[5] <= {data[11],   data[10]};
			  vector[6] <= {data[13],   data[12]};
			end
		end
	   else if(state == change_p)   
		begin
			if(actual_player == 1)
				actual_player <= 2;
			else if(actual_player == 2)
				actual_player <= 1;
		end
		else if(state == idle)
		begin
		  if (col_signal == 2'b01) 
			begin
					if(actual_column < 6)
						actual_column <= actual_column + 1;
					else
						actual_column <= 0;
			end  
		  else if (col_signal == 2'b10) 
			begin
					if(actual_column > 0)
						actual_column <= actual_column - 1;
					else
						actual_column <= 6;
			end  
		end
	end
end
always @(*)
begin
	rden = 0;
	addr = 0;
	roger_that = 0;
	case(state)
		calc_addr:
		begin
			rden = 0;
			if(h_count < 100 && v_count == 115)
				addr = 0;
			else if(h_count < 100 && v_count == 168)
				addr = 7;
			else if(h_count < 100 && v_count == 221)
				addr = 14;
			else if(h_count < 100 && v_count == 274)
				addr = 21;
			else if(h_count < 100 && v_count == 327)
				addr = 28;
			else if(h_count < 100 && v_count == 380)
				addr = 35;
		end
		waiting:
		begin
			rden = 1;
			if(h_count < 100 && v_count == 115)
				addr = 0;
			else if(h_count < 100 && v_count == 168)
				addr = 7;
			else if(h_count < 100 && v_count == 221)
				addr = 14;
			else if(h_count < 100 && v_count == 274)
				addr = 21;
			else if(h_count < 100 && v_count == 327)
				addr = 28;
			else if(h_count < 100 && v_count == 380)
				addr = 35;
		end
		change_col: roger_that = 1;
		change_p: roger_that = 1;
		default:
		begin
			rden = 0;
			addr = 0;
		end
	endcase
end
endmodule
==> design/flow/constraint.sdc <==
current_design vga

set clk_period 8.6
set clk_io_pct 0.2

create_clock -name clk0 -period $clk_period [get_ports {clk}]

set non_clock_inputs [all_inputs -no_clocks]
set_input_delay [expr $clk_period * $clk_io_pct] -clock clk0 $non_clock_inputs
set_output_delay [expr $clk_period * $clk_io_pct] -clock clk0 [all_outputs]
==> design/flow/config.mk <==
export PLATFORM = sky130hd
export DESIGN_NAME = vga
export DESIGN_NICKNAME = vga
export VERILOG_FILES = /design/flow/design.v
export SDC_FILE = /design/flow/constraint.sdc
export NUM_CORES = 4
export LEC_CHECK = 1
export CORE_UTILIZATION = 30
==> design/flow/run.sh <==
#!/bin/bash
# OpenROAD 26Q1-2900-gdf79404cd8, Yosys 0.63+post, stock flow scripts
make -C /OpenROAD-flow-scripts/flow DESIGN_CONFIG=/design/flow/config.mk WORK_HOME=/design/flow/orfs finish
==> CHANGELOG.md <==
## Flow update

* Late-Pin Clk Latency at 0.36 ns
* Design Area, Final at roughly 7000 um^2
* Synth Cell Area at just over 6000 um^2
* Startpoint Class: flop
* Floorplan utilization at 30.5%
* Largest net degree at the start of global routing at 33
* Worst slew pin tran at 0.783 ns
* Yosys top cell by area: dfxtp_1
* Syn Area/Cell at between 7 and 8 um^2
* Worst slew margin at between 40 and 50%
* PwrDens at between 100 and 150 nW/um^2
* Register area share after synthesis at between 20% and 30%
* Yosys Instances at a little over 800
* # hold bufs at CTS at 0
* Crit path DRT at between 6 and 7 ns
* Stage-log warning count at 36
* Post-CTS Setup Repair Bufs at 0
* Worst hold slack at 0.472 ns
* Layout cells sized above 1 at 6.22%
* FP Rows at about 52
* Die width at 145 um
* Fill count at roughly 2,200
* Vias at between 5,000 and 6,000
* Async set or reset register ratio after synthesis at 0%
* Syn-to-layout area delta at 14.3%
* Fmax at between 200 and 250 MHz
* Hold Path Stages at 2
* Worst-path clk slew at 0.07 ns
* Max cap viols at 0
* Yosys stat chip area at a little over 6000 um^2
* Crit Reg-Reg Startpoint: h_count[6]
* Drt drc at 0
* Yosys warns at 2
* GRT Total Usage at 15.6%
* Post-cts gate resize count at 0
* Clk buf depth at 2
* Ports at between 50 and 60
* Clock sink total at just over 90
* GR Overflow Total at 0
* Max rail drop VDD at between 0.00009 and 0.0001 V
* Die height at 145 um
* Top FF cell, synth: dfxtp_1
* RSZ-0062 raised after global routing: no
* Antenna Nets Post-Route at 0
* First-pass GRT wire length at around 27 mm
* Synth cell types at approximately 80
* Top cells by count: nor2_1, dfxtp_1, nand2_1, a21oi_1, clkbuf_1
* Worst slack at placement at slightly above 4 ns
* H-Tree Depth at 3
* Gpl congestion at about 0.95
* Seq cells post-synth at 92
* DR WL/cell at ~15 um
* Max-area cell share at around 30%
* Worst path arrival time at 3.20 ns
* Final hold violation count at 0
* Final Max Slew Viols at 0
* Iteration-0 DRC Markers at roughly 460
* Initial antenna violation count at 0
* Crit path kind: flop to output pin
* Post-synth tally of flip-flops with integrated enable at 0
* Post-DP HPWL at 11.4 mm
* Fin crit share at a little under three fifths
* TNS Setup at 0 ns
* Min cycle time layout at approximately 5 ns
* Crit path largest cell delay at ~0.49 ns
* Total wire length at roughly 16 mm
* Worst hold path startpoint: vector[4][1]
* Run status: complete, no violations
* Syn Inst Count at 812
* DP Area at ~6700 um^2
* Hold EP: vector[4][1]
* R2r setup slk at around 5.5 ns
* I/O Buffers at ~48
* Core Area at between 20,000 and 25,000 um^2
* Root buf cell: clkbuf_16
* Cell with the most instances after synthesis: nor2_1
* CP Cell Sequence: nor4_1 > and4_1 > nand3_1 > nor4_1 > o221ai_1 > a311oi_1 > clkdlybuf4s50_1
* # setup viols final at 0
* Chip area at 21,100 um^2
* Number of global-route vias before repair at between 5,000 and 6,000
* Most used cell, CP: nor4_1
* CTS tree: done
* Critical path endpoint category: output pin
* Clock Skew at roughly 0.0087 ns
* Critical Path Fanout Max at 13
* Largest cells by area: dfxtp_1, nor2_1, xor2_1
* HP Class: flop to flop
* Final Util at between 30% and 40%
* Slowest CP cell: clkdlybuf4s50_1
* Via density at roughly 5.4
* Worst setup margin at ~3.7 ns
* N_diodes at 0
* End of the worst register-to-register path: grade
* Pleak at about 2.4 nW
* DRT Pass-1 Iters at 5
* Inserted Clock Buffers at 9
* R2R cell count at 6
[critical path: cells and delay by family, from the launching register on]
| kind | cells | cell delay [ns] |
|---|---|---|
| buffers and inverters | 1 | 0.49 |
| and+or+nand+nor | 4 | 1.28 |
| AOI/OAI and AO/OA | 2 | 0.61 |
| DFF | 1 | 0.46 |
[sequential cells by signal (all words and copies together), names as in the netlist]
signal	count
h_count	32
v_count	32
vector	14
state	5
actual_column	3
actual_player	2
column	1
grade	1
player1	1
player2	1
[layout by cell type, fill, tap and decap left out, drive strengths merged, types with 4 or more instances in the layout]
master / n
nor2: 96
dfxtp: 92
nand2: 73
clkdlybuf4s50: 48
a21oi: 47
nand3: 35
xor2: 31
nand4: 30
o21ai: 29
nor4: 27
inv: 24
nor3: 22
nor2b: 21
and3: 16
ha: 16
nand2b: 15
or3: 14
xnor2: 14
buf: 12
and2: 10
and4: 9
o211ai: 9
a211oi: 9
clkbuf: 9
or2: 7
o22ai: 7
nand4b: 6
a31oi: 6
conb: 6
a21o: 5
o32ai: 5
or4: 5
nor3b: 4
mux2i: 4
o2111ai: 4
[per-layer routing]
metal	vias to the layer above	routed length (um)	GRT usage, %
met1	2729	7800	23.2
met5	-	0	0
met4	0	257	2.16
li1	2919	-	-
met2	186	7190	24.0
met3	19	1020	3.31
[how the worst max path moves through the flow]
| stage | depth (start not counted) | slack, ns | startpoint | to |
|---|---|---|---|---|
| 5_1_grt | 7 | 3.40 | h_count[31] | addr[0] |
| 4_1_cts | 7 | 3.64 | h_count[31] | addr[0] |
| 6_report | 7 | 3.68 | h_count[31] | addr[0] |
[power by group]
group | internal [mW] | leakage [nW] | switching, mW
sequential | 0.430 | 0.743 | 0.00740
combinational | 0.0257 | 1.51 | 0.0324
clock | 0.230 | 0.149 | 0.182
total | 0.687 | 2.41 | 0.222
[layout make-up]
cell class              count  area [um^2]  area share (%)
clock buffers               9          225            3.20
clock inverters             7         83.8            1.19
inverters                  22         82.6            1.17
multi-input cells         630         3890            55.3
flip-flops and latches     92         1840            26.2
well taps                 270          338            4.81
repair buffers             60          571            8.12
[kinds of logic (layout without fill, tap and decap cells)]
group	after synthesis	in the layout	share of synthesized area, %
AND/OR/NAND/NOR	398	398	35.1
AND-OR/OR-AND	161	161	17.5
buffers and inverters	94	98	7.04
flip-flops	92	92	30.0
XOR/XNOR	45	45	6.41
adder cells (fa/ha/maj)	16	16	3.26
multiplexers	4	4	0.651
other	2	6	0.122
[stage by stage]
stage	total power, mW	cells
detailed placement	0.505	1074
CTS	0.921	1090
global route	0.948	1090
finish	0.909	1090
floorplan	0.485	816
global placement	0.506	1074
Power figures rest on the tool's default switching activity, not on a simulated workload.
